==> flow/design.v <==
`timescale 1ns / 1ps
module obj_nr_16x16(
        input wire [9:0] x, y, hdmi_x, hdmi_y,
        input wire [255:0] shape,
        input wire active,
        output wire present
    );
    reg [23:0] picture [255:0];  
    wire [7:0]color_adr, hdmi_adr;
    assign color_adr = {color_y,color_x};
    wire [7:0] dx,dy;
    assign dx = ((hdmi_x - x));
    assign dy = ((hdmi_y - y));
    assign hdmi_adr = {dy[2:0], dx[2:0]}; 
    always @(set_color == 1'b1)
    begin
        picture [color_adr] = color;
    end
    assign present = (((hdmi_x >= x) && hdmi_x < (x+10'd8)) && ((hdmi_y >= y) && hdmi_y < (y+10'd8))) && shape[hdmi_adr] ? 1'b1: 1'b0;
endmodule
==> flow/run.sh <==
#!/bin/bash
# OpenROAD 26Q1-2900-gdf79404cd8, Yosys 0.63+post, stock flow scripts
make -C /OpenROAD-flow-scripts/flow DESIGN_CONFIG=/design/flow/config.mk WORK_HOME=/design/flow/orfs finish
==> flow/config.mk <==
export PLATFORM = sky130hd
export DESIGN_NAME = obj_nr_16x16
export DESIGN_NICKNAME = obj_nr_16x16
export VERILOG_FILES = /design/flow/design.v
export SDC_FILE = /design/flow/constraint.sdc
export NUM_CORES = 4
export LEC_CHECK = 1
export CORE_AREA = 10 10 122 122
export DIE_AREA = 0 0 132 132
==> flow/constraint.sdc <==
current_design obj_nr_16x16

set clk_period 6.5
set clk_io_pct 0.2

create_clock -name clk0 -period $clk_period

set non_clock_inputs [all_inputs -no_clocks]
set_input_delay [expr $clk_period * $clk_io_pct] -clock clk0 $non_clock_inputs
set_output_delay [expr $clk_period * $clk_io_pct] -clock clk0 [all_outputs]
==> run notes <==
yosys + openroad results -> Tightest Hold Check Type input pin to primary output, hold endpoint present, antenna violations before repair 2, DPL Wire Length around 6300 um, Boundary Pins slightly below 300, ratio of routed vias to standard cells approximately 4, Resized cells post-CTS 0, most frequent logic cells in the routed design sky130_fd_sc_hd__clkdlybuf4s50_1, sky130_fd_sc_hd__ha_1, sky130_fd_sc_hd__inv_1, most instantiated logic cell after routing sky130_fd_sc_hd__clkdlybuf4s50_1, Avg Cell Area, Syn between 8 and 9 um^2, sequential area share after synthesis 0%, final hold vios 0, final routed wire length divided by cell count between 10 and 15 um, total area of sequential cells 0 um^2, status complete, no violations, Slew @ Worst Pin 0.8323 ns, Period minus WS final 5.990 ns, total routed wirelength 6972 um, first-pass GRT wire length around 11000 um, maxcap violations 0, Yosys Chip Area around 1700 um^2, share of layout cells above drive strength 1 5.629%, detailed-router iteration count before antenna repair 4, die boundary width 132 um, total number of vias 1913, Hold Path Cell Cnt 7, final antenna-violating net count 0, number of warnings printed during yosys synthesis 5, number of clock-tree buffers in the layout 0, data required time at the worst endpoint 5.20 ns, headroom to the max-slew limit between 40% and 50%, routability congestion estimate a little over 0.8, highest clock frequency the design can meet 0.1669 GHz, kind of critical path input pin to primary output, hold-fix buffers at CTS 0, total negative setup slack 0 ns, GRT Overall Usage between 8 and 9%, Fill cells roughly 1.3k, FP Util roughly 14%, cell leakage power ~0.0012 uW, vertical die dimension between 100 and 150 um, summed instance area of the synthesized netlist approximately 1700 um^2, power density over cell area just under 80 nW/um^2, Buffers on Ports 105, final slew viol count 0, post-route DRC violation count 0, Die Size 17420 um^2, library cells used by synthesis between 40 and 50, setup repair after global routing missed its margin no, yosys stat cell total roughly 200, via count of the first global-routing pass 2097, pin count of the biggest net entering global routing 20, first-iteration detailed-routing DRC count about 64, data arrival time at the worst-slack endpoint approximately 4.7 ns, layout sequential cell count 0, element type at the critical path start input pin, core footprint approximately 12000 um^2, Max FO, Critical Path 19, buffers inserted by post-CTS timing repair 0, Power, Total 228.5 uW, share of the clock period used by the worst path between 90 and 100%, Site Rows 40, overall overflow remaining after global route 0, # setup viols final 0, worst min-delay path startpoint shape[57], Syn Inst Count around 200, worst IR drop on VDD 23.23 uV, warning total across the stage logs 229, type of element capturing the critical path primary output, P&R area growth vs syn 74.57%
==> power by group <==
part / leakage [uW] / internal [uW] / switching [uW]
Combinational: 0.00116 / 132 / 96.2
Clock: 0.00000000634 / 0.0000206 / 0
Sequential: 0 / 0 / 0
==> synthesized netlist by cell type, types with 2 or more instances <==
cell	instances	area share (%)
sky130_fd_sc_hd__a211oi_1	5	2.2
sky130_fd_sc_hd__a21oi_1	10	3.0
sky130_fd_sc_hd__a31oi_1	2	0.75
sky130_fd_sc_hd__and2_1	2	0.75
sky130_fd_sc_hd__and3_1	2	0.75
sky130_fd_sc_hd__buf_2	4	1.2
sky130_fd_sc_hd__fa_1	2	2.4
sky130_fd_sc_hd__ha_1	36	27
sky130_fd_sc_hd__inv_1	26	5.8
sky130_fd_sc_hd__mux2_2	3	2.0
sky130_fd_sc_hd__mux4_1	5	7.9
sky130_fd_sc_hd__mux4_2	6	8.1
sky130_fd_sc_hd__nand2_1	23	5.2
sky130_fd_sc_hd__nand3_1	9	2.7
sky130_fd_sc_hd__nand4_1	3	1.1
sky130_fd_sc_hd__nand4b_1	3	1.6
sky130_fd_sc_hd__nor2_1	5	1.1
sky130_fd_sc_hd__nor3_1	8	2.4
sky130_fd_sc_hd__o2111ai_1	2	1.0
sky130_fd_sc_hd__o211ai_1	5	2.2
sky130_fd_sc_hd__o21a_1	2	0.90
sky130_fd_sc_hd__o21ai_0	5	1.5
sky130_fd_sc_hd__o221ai_1	2	1.0
sky130_fd_sc_hd__xnor2_1	10	5.2
==> kinds of logic (layout without fill, tap and decap cells) <==
kind of cell    Yosys count  in the layout  share of synthesized area (%)
mux                      15             15                          18.55
fa+ha+maj                38             38                          29.32
buf+inv                  33            134                          8.152
simple gates             62             62                          18.55
other cells               0              1                              0
compound gates           40             40                          17.73
xor+xnor                 13             13                          7.704
==> metrics by stage <==
step	std cells	area [um^2]	util (%)	hold slack, ns	setup slack [ns]
global route	470	2918	23.99	3.979	0.3319
CTS	470	2918	23.99	3.859	0.4850
floorplan	201	1673	-	2.927	1.883
global placement	470	2918	23.99	3.855	0.4750
finish	471	2920	24.01	3.841	0.5099
detailed placement	470	2918	23.99	3.847	0.4819
==> layout make-up <==
cell class	count	area, um^2	area share, %
antenna	1	2.502	0.08569
inverter	26	97.59	3.342
multi-input combinational	168	1536	52.61
tap	168	210.2	7.198
timing repair buffer	108	1074	36.76
==> worst max-delay path, cell delays in order <==
cell and delay [ns]:
sky130_fd_sc_hd__clkdlybuf4s50_1 0.46, sky130_fd_sc_hd__ha_1 0.14, sky130_fd_sc_hd__inv_1 0.04, sky130_fd_sc_hd__fa_1 1.03, sky130_fd_sc_hd__mux4_1 0.69, sky130_fd_sc_hd__o32a_1 0.34
sky130_fd_sc_hd__o221ai_2 0.18, sky130_fd_sc_hd__a21oi_2 0.07, sky130_fd_sc_hd__clkdlybuf4s50_1 0.43
==> how the worst max path moves through the flow <==
stage                 startpoint       to  cells after the start
after CTS                   x[0]  present                      9
after global routing   hdmi_x[0]  present                     12
final                       x[0]  present                      9
==> per-layer routing <==
metal / up-vias / track usage, % / part of all wire, %
met5: - / 0 / 0.19
met4: 2 / 0 / 0
met3: 2 / 3.289 / 11
met2: 88 / 12.52 / 42
met1: 859 / 10.83 / 47
li1: 962 / - / -
Power is estimated from default activity; no workload was simulated.
