**flow/config.mk**
```make
export PLATFORM = sky130hd
export DESIGN_NAME = non_rect_obj
export DESIGN_NICKNAME = non_rect_obj
export VERILOG_FILES = /design/flow/design.v
export SDC_FILE = /design/flow/constraint.sdc
export NUM_CORES = 4
export LEC_CHECK = 1
export CORE_UTILIZATION = 30
```
**flow/constraint.sdc**
```tcl
current_design non_rect_obj

set clk_period 76.9
set clk_io_pct 0.2

create_clock -name clk0 -period $clk_period [get_ports {clk}]

set non_clock_inputs [all_inputs -no_clocks]
set_input_delay [expr $clk_period * $clk_io_pct] -clock clk0 $non_clock_inputs
set_output_delay [expr $clk_period * $clk_io_pct] -clock clk0 [all_outputs]
```
**flow/design.v**
```verilog
`timescale 1ns / 1ps
module non_rect_obj(
        input [9:0] new_x,new_y,x,y,
        input [63:0] new_shape,
        input setshape,
        input setxy,
        input change_pxl,
        input [23:0] in,
        input clk,
        input active,
        output bool, 
        output reg [23:0] value 
    );
    reg [9:0] cur_x, cur_y ; 
    reg [23:0] obj[63:0];
    reg [63:0] shape;
    wire[5:0] adr;
    wire[2:0] dy,dx;
    assign dx =x-cur_x;
    assign dy = y-cur_y;
    assign adr = {dy[2:0],dx[2:0]};
    wire[5:0] new_adr;
    wire[2:0] new_dy,new_dx;
    assign new_dx =new_x-cur_x;
    assign new_dy = new_y-cur_y;
    assign new_adr = {new_dy[2:0],new_dx[2:0]};
    wire boolx,booly;
    assign boolx = (x>=cur_x&x<(cur_x+10'd8))? 1:0;
    assign booly = (y>=cur_y&y<(cur_y+10'd8))? 1:0;
    assign bool = (boolx&booly&shape[adr]&active)?1:0;
    always @(posedge clk)
    begin
        if(bool)
        begin
            value<=obj[adr];
        end
    end
    always @(posedge clk)
    begin
        if(setshape)
        begin
            shape<=new_shape;
        end
    end
    always @(posedge clk)
    begin
        if(setxy)
        begin
            cur_x <=new_x;
            cur_y <=new_y;
        end
    end
    always @(posedge clk)
    begin
        if(change_pxl)
        begin
            obj[new_adr]=in;
        end
    end    
endmodule
```
**flow/run.sh**
```bash
#!/bin/bash
# OpenROAD 26Q1-2900-gdf79404cd8, Yosys 0.63+post, stock flow scripts
make -C /OpenROAD-flow-scripts/flow DESIGN_CONFIG=/design/flow/config.mk WORK_HOME=/design/flow/orfs finish
```
==> summary.txt <==
Physical implementation

The number of flip-flops and latches in the synthesized netlist is 1644. In this run the static leakage power is 0.0230 uW. The die covers 214000 um2. The final timing summary puts the cycle share of the worst path at 0.476. The H-tree level count is 4.

The min-delay analysis places its worst path in the category reg -> reg. Among cell families on the critical path, the largest total delay comes from buffers and inverters. After routing, the total negative slack on setup checks comes to 0 ns.

The worst setup path is captured at a primary output. For this run, the register share of the synthesized area comes to 0.776. The number of antenna violations at the first check in global routing is 12.

In the log, the iteration count for the first detailed-route pass is 5. The transition time recorded at the tightest slew-check pin is 0.843 ns. 158 I/O pins were placed. Per the detail_route report, routed wire per instance is 26.9 um.

The total core area is 210000 um2. The clock slew at the register clock pins of the worst setup and hold paths is 0.06 ns. Listed in order, past its start point the critical path passes clkdlybuf4s50_1 > inv_1 > fa_4 > buf_4 > mux4_2 > nand2_1 > a31o_2 > a211oi_1 > o21bai_1 > a31oi_4 > buf_4 > clkdlybuf4s50_1.

The area fraction of the largest cell type after synthesis is 0.776. The layout overhead on the synthesized area is 17.2%. The clock tree root driver cell is sky130_fd_sc_hd__clkbuf_16. The CTS report gives the tree buffer count as 162.

The delay of the slowest cell on the worst path is 1.40 ns. The run finished with clean final reports. The first routing iteration left 1859 violations.

Clock skew on the completed layout was measured at 0.0360 ns. The count of maximum capacitance violations is 0. For reference, the final report shows the hold violation count at 0.

Setup repair after global routing left no endpoint under its margin. The number of warnings in the stage logs is 30. The floorplan step records an initial core utilization of 0.303. The worst endpoint data arrival time is 21.19 ns. The timing report shows that the slowest cell on the worst path is sky130_fd_sc_hd__fa_4. The path type of the worst setup path is in -> out. The clock tree from TritonCTS is built. The longest clock path from root to sink contains 3 buffers.

The count of buffers from port buffering is 157. The stat command in Yosys gives a chip area of 63600 um2. Once layout is complete, the utilization of the core stands at 0.355. The via count is 29.3k. The cell count after synthesis is 2722. The final tally of setup violations is 0. The synthesized netlist was found by Yosys to have 2722 cells. Counting flops with a built-in enable in the synthesized netlist gives 1644. The power report attributes to the combinational group a share of 0.128. After synthesis the cells add up to 63600 um2. The main area contributors are sky130_fd_sc_hd__edfxtp_1 78%, sky130_fd_sc_hd__mux4_2 17%, sky130_fd_sc_hd__ha_1 0.75%. The combined global-route utilization of all metal layers is 0.163. After layout, the minimum clock period comes to 36.57 ns. The number of nets still failing antenna checks after routing is 0.

The placed wire-length estimate is 93.1 mm. The total wire length is 161 mm. Entering global routing, the biggest net connects 69 pins. The maximum fanout count along the critical path is 46. Post-CTS repair changed the size of 0 cells. The script extracted a net switching power of 496 uW.

Counting pins that exceed their max-slew limit in the final report gives 0. sky130_fd_sc_hd__edfxtp_1 is the most common cell in the netlist. The count of synthesis-stage warnings from yosys is 1. The commonest cells after synthesis are 1644 x sky130_fd_sc_hd__edfxtp_1, 469 x sky130_fd_sc_hd__mux4_2, 95 x sky130_fd_sc_hd__nand2_1, 95 x sky130_fd_sc_hd__nor2_1, 45 x sky130_fd_sc_hd__buf_2. The initialized floorplan defines 168 standard-cell rows.

The detailed-route DRC error count is 0. In the final layout, the share of cells above drive strength 1 is 0.293. The clock sink count is 1644. The die is 462 um tall. The proportion of register bits with asynchronous set or reset after synthesis is 0.

Measured against its own limit, the worst slew margin works out to 0.436. The cell taking the most area after synthesis is sky130_fd_sc_hd__edfxtp_1. Before CTS, the worst setup slack after placement is 40.31 ns. After global routing the overflow that remains totals 0. The smallest setup slack after layout is 40.33 ns. The first-pass GRT wire length is 231 mm. The most used flip-flop cell after synthesis is sky130_fd_sc_hd__edfxtp_1. The power share of the clock group is 0.379. Post-CTS timing repair inserted 0 buffers for setup.

The required time of the worst setup path is 61.52 ns. The detail-routed via count per cell is 4.89. The average instance in the mapped netlist occupies 23.4 um2. The clock network latency to the later pin of the worst-skew pair is 0.82 ns. The share of total power dissipated in sequential elements is 0.492. The number of library cell types mapped by synthesis is 46. Internal power comes to 1550 uW.

The script computed the net switching share of total power as 0.242. Hold repair after CTS inserted 0 buffers. The placement summary gives the final routability congestion estimate as 0.902.

The buffer-and-inverter tally for the worst setup path is 5. Per the power-grid run, VDD falls by no more than 25.4 uV. The number of global-route vias before repair is 32.5k. For this run, the top clock speed supported by timing is 27.3 MHz. The startpoint type of the worst setup path is an input pin.

The report lists the power per cell area as 27.5 nW/um2. The horizontal die dimension reported for this design is 462 um.
==> power by group through the flow <==
stage | logic [uW] | clock network (uW) | registers [uW]
finish | 263 | 777 | 1010
global route | 282 | 827 | 1010
CTS | 266 | 792 | 1010
==> final cells by class <==
type,count,area [um2]
diodes,3,7.51
clock buffers,199,4260
clock inverters,97,977
fillers,19000,136000
inverters,31,116
multi-input cells,914,13800
flip-flops and latches,1644,49400
well taps,2805,3510
repair buffers,290,2460
==> per-layer routing <==
layer | share of wire | global-route usage | vias to the layer above
li1 | - | - | 12200
met1 | 0.31 | 0.175 | 14900
met2 | 0.48 | 0.249 | 1922
met3 | 0.17 | 0.129 | 235
met4 | 0.033 | 0.0417 | 10
met5 | 0.00060 | 0.00245 | -
==> logic make-up after synthesis <==
group,after synthesis,synth area share
flops,1644,0.776
mux,512,0.173
simple gates,254,0.0168
buf+inv,164,0.0130
compound gates,87,0.00991
fa+ha+maj,42,0.00873
xor+xnor,19,0.00262
==> flip-flops by register name, summed over array words and instances, names as in the netlist <==
name,flops
obj,1536
cur_y,10
shape,64
value,24
cur_x,10
==> final timing paths <==
kind | start | end | slack [ns] | cells after the start
setup / recovery | x[1] | bool | 40.33 | 12
hold / removal | obj[5][20]$_DFFE_PP_ | value[20]$_DFFE_PP_ | 0.97 | 5
setup reg to reg | cur_x[0]$_DFFE_PP_ | value[20]$_DFFE_PP_ | 71.32 | 9
hold reg to reg | obj[5][20]$_DFFE_PP_ | value[20]$_DFFE_PP_ | 0.97 | 5
==> through the flow <==
stage | total power (uW) | cells | hold WS, ns | instance area [um2]
final | 2050 | 5983 | 0.974 | 74500
after global routing | 2120 | 5981 | 1.00 | 74500
after CTS | 2070 | 5980 | 0.972 | 74500
after detailed placement | 1290 | 5684 | 0.970 | 69300
after global placement | 1290 | 5684 | 0.953 | 69300
after floorplan | 1180 | 2722 | 0.887 | 63600
==> layout by cell type (no fill, tap or decap), types with 4 or more instances in the layout <==
master,n
sky130_fd_sc_hd__buf_2,24
sky130_fd_sc_hd__a221oi_1,16
sky130_fd_sc_hd__inv_6,5
sky130_fd_sc_hd__mux2i_1,41
sky130_fd_sc_hd__clkdlybuf4s50_1,132
sky130_fd_sc_hd__buf_4,133
sky130_fd_sc_hd__clkinv_16,5
sky130_fd_sc_hd__clkbuf_1,34
sky130_fd_sc_hd__mux4_2,469
sky130_fd_sc_hd__bufinv_16,13
sky130_fd_sc_hd__nor3_1,4
sky130_fd_sc_hd__nor2_4,32
sky130_fd_sc_hd__o21ai_1,11
sky130_fd_sc_hd__edfxtp_1,1644
sky130_fd_sc_hd__nor2_1,33
sky130_fd_sc_hd__nor2b_1,7
sky130_fd_sc_hd__clkinv_2,27
sky130_fd_sc_hd__a211oi_1,4
sky130_fd_sc_hd__clkinvlp_4,4
sky130_fd_sc_hd__o2111ai_1,13
sky130_fd_sc_hd__xnor2_1,13
sky130_fd_sc_hd__inv_1,30
sky130_fd_sc_hd__nand2b_1,5
sky130_fd_sc_hd__nand3_1,36
sky130_fd_sc_hd__clkbuf_16,165
sky130_fd_sc_hd__nand2_1,95
sky130_fd_sc_hd__a31oi_1,16
sky130_fd_sc_hd__o21ai_0,9
sky130_fd_sc_hd__clkinv_1,37
sky130_fd_sc_hd__nor2_2,30
sky130_fd_sc_hd__ha_1,36
==> tightest hold or removal path: cells and delay by family, from the launching register on <==
kind	cells	cell delay (ns)
compound gates	2	0.21
flops	1	0.32
mux	1	0.22
simple gates	2	0.12
Power is estimated from default activity; no workload was simulated.
